===== design/flow/config.mk =====
export PLATFORM = sky130hd
export DESIGN_NAME = debounce_button
export DESIGN_NICKNAME = debounce_button
export VERILOG_FILES = /design/flow/design.v
export SDC_FILE = /design/flow/constraint.sdc
export NUM_CORES = 4
export LEC_CHECK = 1
export CORE_AREA = 10 10 83 83
export DIE_AREA = 0 0 93 93

===== design/flow/constraint.sdc =====
current_design debounce_button

set clk_period 3.6
set clk_io_pct 0.2

create_clock -name clk0 -period $clk_period [get_ports {CLK}]

set non_clock_inputs [all_inputs -no_clocks]
set_input_delay [expr $clk_period * $clk_io_pct] -clock clk0 $non_clock_inputs
set_output_delay [expr $clk_period * $clk_io_pct] -clock clk0 [all_outputs]

===== design/flow/design.v =====
`timescale 1ns / 1ps
module debounce_button(
    input CLK,
    input BTN,
    output logic DB_BTN
    );
    const logic [7:0] c_LOW_GOING_HIGH_CLOCKS = 8'h19;  
    const logic [7:0] c_HIGH_GOING_LOW_CLOCKS = 8'h33;  
    const logic [7:0] c_ONE_SHOT_CLOCKS       = 8'h03;  
    typedef enum { 
        ST_init,             
        ST_BTN_low,          
        ST_BTN_low_to_high,  
        ST_BTN_high,         
        ST_BTN_high_to_low,  
        ST_one_shot          
    } STATES;
    STATES NS, PS;
    logic [7:0] s_db_count = 8'h00;
    logic s_count_rst, s_count_inc = 1'b0;
    always_ff @(posedge CLK) begin
        if (s_count_rst == 1'b1)
            s_db_count = 8'h00;
        else if (s_count_inc == 1'b1)
            s_db_count = s_db_count + 1;
    end
    always_ff @(posedge CLK) begin
       PS = NS; 
    end
    always_comb begin
        NS = ST_init;
        DB_BTN = 1'b0;
        s_count_rst = 1'b0;
        s_count_inc = 1'b0;
        case (PS)
            ST_init:  
            begin
                NS = ST_BTN_low;     
                DB_BTN = 1'b0;       
                s_count_rst = 1'b1;  
            end
            ST_BTN_low:  
            begin
                if (BTN == 1'b1)  
                begin
                    NS = ST_BTN_low_to_high; 
                    s_count_inc = 1'b1;      
                end
                else  
                begin
                    NS = ST_BTN_low;     
                    s_count_rst = 1'b1;  
                end
            end
            ST_BTN_low_to_high:  
            begin
                if (BTN == 1'b1)  
                begin
                    if (s_db_count == c_LOW_GOING_HIGH_CLOCKS)
                    begin 
                        NS = ST_BTN_high;    
                        s_count_rst = 1'b1;  
                    end
                    else  
                    begin
                        NS = ST_BTN_low_to_high; 
                        s_count_inc = 1'b1;      
                    end
                end
                else  
                begin
                    NS = ST_BTN_low;     
                    s_count_rst = 1'b1;  
                end
            end
            ST_BTN_high:  
            begin
                if (BTN == 1'b1)  
                begin 
                    NS = ST_BTN_high;    
                    s_count_rst = 1'b1;  
                end
                else  
                begin
                    NS = ST_BTN_high_to_low; 
                    s_count_inc = 1'b1;      
                end
            end
            ST_BTN_high_to_low:  
            begin
                if (BTN == 1'b0)  
                begin
                    if (s_db_count == c_HIGH_GOING_LOW_CLOCKS) 
                    begin 
                        NS = ST_one_shot;    
                        s_count_rst = 1'b1;  
                    end
                    else  
                    begin
                        NS = ST_BTN_high_to_low; 
                        s_count_inc = 1'b1;      
                    end
                end
                else  
                begin
                    NS = ST_BTN_high;    
                    s_count_rst = 1'b1;  
                end 
            end
            ST_one_shot:  
            begin
                if (s_db_count == c_ONE_SHOT_CLOCKS) 
                begin  
                    NS = ST_init;        
                    s_count_rst = 1'b1;  
                    DB_BTN = 1'b0;       
                end
                else  
                begin
                    NS = ST_one_shot;    
                    s_count_inc = 1'b1;  
                    DB_BTN = 1'b1;       
                end
            end
            default:  
            begin
                NS = ST_init;        
                s_count_rst = 1'b1;  
                s_count_inc = 1'b0;  
                DB_BTN = 1'b0;       
            end
        endcase  
    end  
endmodule

===== design/flow/run.sh =====
#!/bin/bash
# OpenROAD 26Q1-2900-gdf79404cd8, Yosys 0.63+post, stock flow scripts
make -C /OpenROAD-flow-scripts/flow DESIGN_CONFIG=/design/flow/config.mk WORK_HOME=/design/flow/orfs finish

==> flow_summary.ini <==
; synthesis and place-and-route metrics
[critical_path]
cpPeakStageDelay_ns = 0.50
cp.required_ns = 2.88
arrival_ns = 2.10
start_kind = register
cp_cell_sequence = ha_1 > or3b_2 > nor2_1 > and3b_1 > clkdlybuf4s50_1
path_class = reg2out
regToRegStartpoint = s_db_count[0]$_SDFFE_PP0P_
cp_slowest_cell = or3b_2
worstPathMaxFanout = 6
crit_path_start = s_db_count[0]$_SDFFE_PP0P_
crit_path_end_kind = output pin

[synthesis]
flop_cell = dfxtp_1
syn-cell-area_um2 = 768.2
post_synth.cell_area_avg_um2 = 8.933
edf_count = 0
async_reset_ff_frac = 0
yosysWarnings = 1
netlist_instances = 86
yosys_area_um2 = 768.2
yosysSeqAreaShare = 0.2866
yosysUniqueCellTypes = 38
ys.flops = 11
yosysCellCount = 86

[global_route]
grt_pass1_wl_mm = 2.601
antenna_found_initial = 0
grt_max_degree = 13
overflow = 0
grt_usage = 0.03314
grt_pass1_vias = 605

[final_timing]
max_slew_margin = 0.6344
rsz0062_at_grt = no
tightest_slew_ns = 0.5464
timing.fmax_mhz = 355.2
setup_tns_ns = 0
finalSetupViolCount = 0
holdWs_ns = 0.5090
hold_viol = 0
fin_skew_ns = 0.001789
slew_viol_final = 0
fin_crit_sh = 0.7821
fin_crit_ns = 2.816

[final_layout]
area_growth_pct = 14.50
finalCoreUtilization = 0.1711
drive_above_1_share = 0.1477

[power]
max-vdd-ir-drop_uv = 173.8
power.leakage_nw = 0.2812
finalPower_mw = 0.6123
pwr_density_cell_nw_per_um2 = 696.1

[clocking]
cts_buffer_depth = 2
cts_sinks = 11
tritoncts = yes
htreeDepth = 1
clk-insertion-delay-late_ns = 0.23
clock-root-buffer = clkbuf_8
cts_hold_buffers = 0
cts_resized = 0
cts_setup_buffers = 0
cts_buffers = 3
clkTransAtPathRegs_ns = 0.05

[floorplan]
die_w_um = 93
initCoreUtil = 0.1495
rows = 26
die-height_um = 93
pin_count = 3
die_area_um2 = 8649
core_um2 = 5140

[placed_design]
io_buffers = 2
dpl.hpwl_mm = 1.087
place_congestion = 0.8340

[detailed_routing]
diodes = 0
drt-total-wl_mm = 1.465
wl_per_cell_um = 9.272
route.detailed.vias_per_inst = 4.101
ant_nets = 0
drtIter0Drc = 16
detail_route.first_pass.iterations = 4
vias = 648
drc_errors = 0

[min_path]
hp-class = reg2reg
min_from = s_db_count[7]$_SDFFE_PP0P_

[run]
drv_cap = 0
warnings = 26

[outcome]
run_status = finished clean
report_power, final:
part           total (mW)  switching, mW  internal, mW
Clock               0.121         0.0437        0.0775
Combinational       0.290          0.174         0.116
Sequential          0.201         0.0542         0.147
worst paths after layout:
kind | cells after the start | endpoint | slack, ns
max | 5 | DB_BTN | 0.78
min reg2reg | 2 | s_db_count[7]$_SDFFE_PP0P_ | 0.51
min | 2 | s_db_count[7]$_SDFFE_PP0P_ | 0.51
max reg2reg | 6 | s_db_count[5]$_SDFFE_PP0P_ | 1.45
metal layers:
layer	up-vias	global-route usage	routed length (um)
li1	333	-	-
met1	304	0.04639	779
met2	9	0.05432	644
met3	2	0.001616	11
met4	0	0.008997	29
met5	-	0	0
synth_stat cells, drive strengths merged, types with 2 or more instances:
master / n / area share
o31ai: 2 / 0.020
and3: 4 / 0.034
ha: 3 / 0.049
nor3b: 2 / 0.020
a32oi: 2 / 0.023
nand2: 3 / 0.015
o21ai: 4 / 0.026
buf: 4 / 0.054
a21oi: 5 / 0.033
a31oi: 3 / 0.024
nor2: 6 / 0.029
xnor2: 2 / 0.023
nor2b: 2 / 0.020
mux2i: 3 / 0.039
dfxtp: 11 / 0.29
or4: 3 / 0.029
xor2: 3 / 0.034
nor3: 2 / 0.013
nand3: 7 / 0.046
through the flow:
stage               instances  setup WS, ns  instance area [um2]
floorplan                  86         1.545                768.2
global placement          154        0.9053                834.6
detailed placement        154        0.9152                834.6
CTS                       158        0.7816                879.6
global route              158        0.6860                879.6
finish                    158        0.7843                879.6
layout by cell type (no fill, tap or decap), drive strengths merged:
cell type,synthesis,layout
a32oi,2,2
nand3b,1,1
nor2,6,6
or4bb,1,1
or3b,1,1
a31o,1,1
and3b,1,1
nor4bb,1,1
nor3b,2,2
a21oi,5,5
nand2,3,3
clkbuf,0,4
nand4bb,1,1
and3,4,4
nand3,7,7
nor3,2,2
a31oi,3,3
o31ai,2,2
dfxtp,11,11
mux2i,3,3
o21ai,4,4
clkdlybuf4s50,0,2
o21ba,1,1
or4,3,3
nor4b,1,1
xor2,3,3
inv,1,1
nor2b,2,2
and2b,1,1
or3,1,1
o32a,1,1
ha,3,3
xnor2,2,2
or2b,1,1
a211o,1,1
worst max-delay path: cells and delay by family (launching register included):
kind,cells,cell delay [ns]
buf+inv,1,0.40
fa+ha+maj,1,0.21
simple gates,3,0.83
flops,1,0.42
flip-flops by register name, summed over array words and instances, names as in the netlist:
register	count
PS	3
s_db_count	8
layout make-up:
class | count | area, um2
flip-flops and latches | 11 | 220.2
clock buffers | 4 | 45.04
well taps | 70 | 87.58
repair buffers | 2 | 20.02
inverters | 1 | 3.754
multi-input cells | 70 | 503.0
fillers | 597 | 4260
logic make-up (layout without fill, tap and decap cells):
kind of cell	count (synthesis)	after routing	synth area share
xor+xnor	5	5	0.05701
fa+ha+maj	3	3	0.04887
mux	3	3	0.03909
buf+inv	5	7	0.05863
compound gates	20	20	0.1775
simple gates	39	39	0.3323
flops	11	11	0.2866
