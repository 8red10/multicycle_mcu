<file path="design/flow/design.v">
`timescale 1ns / 1ps
module cathode_driver(
    input CLK,
    input [15:0] HEX,
    output logic [7:0] CATHODES,
    output logic [3:0] ANODES
    );
    logic s_clk_500 = 1'b0;              
    logic [1:0] r_disp_digit = 2'b00;    
    logic [19:0] clk_div_counter = 20'h00000;
	always_ff @(posedge CLK) begin
        clk_div_counter = clk_div_counter + 1;
        if ( clk_div_counter == 20'h186A0) begin
            clk_div_counter = 20'h00000;
            s_clk_500 = ~s_clk_500;    
        end
    end
    always_ff @(posedge s_clk_500) begin
        case (r_disp_digit)
            2'b00:  
            begin
                ANODES= 4'b1110;
                case (HEX[3:0])
                    4'b0000: CATHODES = 8'b10000001;  
                    4'b0001: CATHODES = 8'b11001111;  
                    4'b0010: CATHODES = 8'b10010010;  
                    4'b0011: CATHODES = 8'b10000110;  
                    4'b0100: CATHODES = 8'b11001100;  
                    4'b0101: CATHODES = 8'b10100100;  
                    4'b0110: CATHODES = 8'b10100000;  
                    4'b0111: CATHODES = 8'b10001111;  
                    4'b1000: CATHODES = 8'b10000000;  
                    4'b1001: CATHODES = 8'b10001100;  
                    4'b1010: CATHODES = 8'b10001000;  
                    4'b1011: CATHODES = 8'b11100000;  
                    4'b1100: CATHODES = 8'b10110001;  
                    4'b1101: CATHODES = 8'b11000010;  
                    4'b1110: CATHODES = 8'b10110000;  
                    4'b1111: CATHODES = 8'b10111000;  
                    default: CATHODES = 8'b11111111;  
                endcase
            end
            2'b01:  
            begin
                ANODES= 4'b1101;
                case (HEX[7:4])
                    4'b0000: CATHODES = 8'b10000001;
                    4'b0001: CATHODES = 8'b11001111;
                    4'b0010: CATHODES = 8'b10010010;
                    4'b0011: CATHODES = 8'b10000110;
                    4'b0100: CATHODES = 8'b11001100;
                    4'b0101: CATHODES = 8'b10100100;
                    4'b0110: CATHODES = 8'b10100000;
                    4'b0111: CATHODES = 8'b10001111;
                    4'b1000: CATHODES = 8'b10000000;
                    4'b1001: CATHODES = 8'b10001100;
                    4'b1010: CATHODES = 8'b10001000;  
                    4'b1011: CATHODES = 8'b11100000;
                    4'b1100: CATHODES = 8'b10110001;
                    4'b1101: CATHODES = 8'b11000010;
                    4'b1110: CATHODES = 8'b10110000;
                    4'b1111: CATHODES = 8'b10111000;
                    default: CATHODES = 8'b11111111;  
                endcase
            end
            2'b10:  
            begin
                ANODES= 4'b1011;
                case (HEX[11:8])
                    4'b0000: CATHODES = 8'b10000001;
                    4'b0001: CATHODES = 8'b11001111;
                    4'b0010: CATHODES = 8'b10010010;
                    4'b0011: CATHODES = 8'b10000110;
                    4'b0100: CATHODES = 8'b11001100;
                    4'b0101: CATHODES = 8'b10100100;
                    4'b0110: CATHODES = 8'b10100000;
                    4'b0111: CATHODES = 8'b10001111;
                    4'b1000: CATHODES = 8'b10000000;
                    4'b1001: CATHODES = 8'b10001100;
                    4'b1010: CATHODES = 8'b10001000;  
                    4'b1011: CATHODES = 8'b11100000;
                    4'b1100: CATHODES = 8'b10110001;
                    4'b1101: CATHODES = 8'b11000010;
                    4'b1110: CATHODES = 8'b10110000;
                    4'b1111: CATHODES = 8'b10111000;
                    default: CATHODES = 8'b11111111;  
                endcase
            end
            2'b11:  
            begin
                ANODES= 4'b0111;
                case (HEX[15:12])
                    4'b0000: CATHODES = 8'b10000001;
                    4'b0001: CATHODES = 8'b11001111;
                    4'b0010: CATHODES = 8'b10010010;
                    4'b0011: CATHODES = 8'b10000110;
                    4'b0100: CATHODES = 8'b11001100;
                    4'b0101: CATHODES = 8'b10100100;
                    4'b0110: CATHODES = 8'b10100000;
                    4'b0111: CATHODES = 8'b10001111;
                    4'b1000: CATHODES = 8'b10000000;
                    4'b1001: CATHODES = 8'b10001100;
                    4'b1010: CATHODES = 8'b10001000;  
                    4'b1011: CATHODES = 8'b11100000;
                    4'b1100: CATHODES = 8'b10110001;
                    4'b1101: CATHODES = 8'b11000010;
                    4'b1110: CATHODES = 8'b10110000;
                    4'b1111: CATHODES = 8'b10111000;
                    default: CATHODES = 8'b11111111;  
                endcase
            end
            default:  
            begin
                ANODES = 4'hF;
                CATHODES = 8'hFF;
                r_disp_digit = 2'b00;
            end
        endcase
        r_disp_digit = r_disp_digit + 1;
    end  
endmodule
`timescale 1ns / 1ps
module hex2bcd(
    input [15:0] HEX,
    output logic [3:0] THOUSANDS,
    output logic [3:0] HUNDREDS,
    output logic [3:0] TENS,
    output logic [3:0] ONES
    );
    int i;
    always_comb begin
        THOUSANDS = 4'h0;  
        HUNDREDS = 4'h0;
        TENS = 4'h0;
        ONES = 4'h0;
        for (i=15; i>=0; i=i-1) begin
            if (THOUSANDS >= 5)
                THOUSANDS = THOUSANDS + 3;
            if (HUNDREDS >= 5)
                HUNDREDS = HUNDREDS + 3;
            if (TENS >= 5)
                TENS = TENS + 3;
            if (ONES >= 5)
                ONES = ONES + 3;
            THOUSANDS = {THOUSANDS[2:0],HUNDREDS[3]};
            HUNDREDS = {HUNDREDS[2:0],TENS[3]};
            TENS = {TENS[2:0],ONES[3]};
            ONES = {ONES[2:0],HEX[i]};
       end
   end
endmodule
`timescale 1ns / 1ps
module seven_segment_display(
    input CLK,             
    input MODE,            
    input [15:0] DATA_IN,
    output [7:0] CATHODES,
    output [3:0] ANODES
    );
    logic [15:0] BCD_Val;
    logic [15:0] Hex_Val;
    hex2bcd converter (.HEX(DATA_IN), .THOUSANDS(BCD_Val[15:12]),
        .HUNDREDS(BCD_Val[11:8]), .TENS(BCD_Val[7:4]), .ONES(BCD_Val[3:0]));
    cathode_driver driver (.HEX(Hex_Val), .CLK(CLK), .CATHODES(CATHODES),
        .ANODES(ANODES));
    always_comb begin
        if (MODE == 1'b1)
            Hex_Val = BCD_Val;
        else
            Hex_Val = DATA_IN;
    end
endmodule
</file>
<file path="design/flow/run.sh">
#!/bin/bash
# OpenROAD 26Q1-2900-gdf79404cd8, Yosys 0.63+post, stock flow scripts
make -C /OpenROAD-flow-scripts/flow DESIGN_CONFIG=/design/flow/config.mk WORK_HOME=/design/flow/orfs finish
</file>
<file path="design/flow/constraint.sdc">
current_design seven_segment_display

set clk_period 3.9
set clk_io_pct 0.2

create_clock -name clk0 -period $clk_period [get_ports {CLK}]

set non_clock_inputs [all_inputs -no_clocks]
set_input_delay [expr $clk_period * $clk_io_pct] -clock clk0 $non_clock_inputs
set_output_delay [expr $clk_period * $clk_io_pct] -clock clk0 [all_outputs]
</file>
<file path="design/flow/config.mk">
export PLATFORM = sky130hd
export DESIGN_NAME = seven_segment_display
export DESIGN_NICKNAME = seven_segment_display
export VERILOG_FILES = /design/flow/design.v
export SDC_FILE = /design/flow/constraint.sdc
export NUM_CORES = 4
export LEC_CHECK = 1
export CORE_UTILIZATION = 50
</file>
==> impl_metrics.py <==
# Physical implementation metrics
metrics = {
    "timing": {
        "finalHoldViolations": 0,
        "finClkSkew_ps": 3.00,
        "whs_ps": 447,
        "untimed_endpoints": 24,
        "finalMaxSlewViolations": 0,
        "final-setup-viol-count": 0,
        "rsz0062_at_grt": "false",
        "max_freq_mhz": 401,
        "fin_ws_ps": 1410,
        "relSlewSlack_pct": 39.2,
        "finalClockPeriodUsage_pct": 63.9,
        "period_needed_ps": 2490,
        "tightest_slew_ps": 913,
        "unclocked_pins": 13,
        "tns_ps": 0,
    },
    "logic_synthesis": {
        "ys_area_sq_um": 8120,
        "ys_cells": 1129,
        "ff_type": "dfxtp_1",
        "synth_top_cell_by_area": "ha_1",
        "postSynthSeqShare_pct": 8.51,
        "synthTopCellsByCount": "nor2_1 (103), nand2_1 (87), inv_1 (79)",
        "yosysTopAreaCellShare_pct": 9.87,
        "postSynthRegisterBits": 34,
        "yosysMostFrequentCell": "nor2_1",
        "syn_area_sq_um": 8120,
        "yosysWarnings": 3,
        "ys_top_cells_by_area": "ha_1 (9.9%), dfxtp_1 (8.1%), nor2_1 (4.8%)",
        "syn_inst": 1129,
        "postSynth.asyncResetShare_pct": 0,
        "syn_area_per_cell_sq_um": 7.19,
        "edf_count": 1,
        "yosysUniqueCellTypes": 118,
    },
    "routing": {
        "drt_wl_total_microns": 19900,
        "wire_per_inst_microns": 15.0,
        "antenna_cells": 0,
        "firstDrtPassIters": 5,
        "drc": 0,
        "drt_iter0_markers": 609,
        "ant_nets": 0,
        "dr_total_vias": 8279,
        "viasPerCell": 6.23,
    },
    "critical_path": {
        "ff2ff_path_depth": 8,
        "cp_max_fo": 5,
        "timing.rr.start": "driver.clk_div_counter[8]",
        "cp_slowest_cell": "nor4bb_1",
        "cpPeakStageDelay_ps": 450,
        "reg2reg_to": "driver.s_clk_500",
        "rrSetupSlack_ps": 1410,
        "crit_required_ps": 3870,
        "worstPathArrival_ps": 2460,
        "startpoint_type": "flip-flop",
        "path_cells": "and3_1 -> and3_1 -> nand2_1 -> nor2_1 -> xor2_1 -> nor4b_1 -> nor4bb_1 -> buf_4",
        "worstSetupPathType": "reg2reg",
        "cp_common_cell": "and3_1",
        "end_kind": "flip-flop",
    },
    "clocking": {
        "path_clk_slew_ps": 60,
        "cts_max_level": 1,
        "hold_buffers": 0,
        "cts_setup_buffers": 0,
        "cts_buffer_depth": 2,
        "cts_buffers": 3,
        "clk_latency_ps": 250,
        "cts_tree": "done",
        "cts-resized-gates": 0,
        "clockRootBuffer": "clkbuf_16",
    },
    "final_layout": {
        "syn2layout_area_growth_pct": 5.06,
        "fin_area_sq_um": 8530,
        "drive_above_1_share_pct": 7.73,
        "fill_cells": 1590,
    },
    "die": {
        "die_w_microns": 129,
        "die-area_sq_um": 16700,
        "fp_util_pct": 51.1,
        "coreArea_sq_um": 15900,
        "ioPinCount": 30,
        "placementRows": 46,
        "die_h_microns": 129,
    },
    "global_route": {
        "grt_pass1_wl_microns": 34200,
        "grt_overflow": 0,
        "grt_pass1_vias": 7152,
        "grt_start_max_net_pins": 29,
        "antenna_found_initial": 0,
        "gr-usage-all-layers_pct": 24.6,
    },
    "job": {
        "log.warning_count": 56,
        "drv_cap": 0,
    },
    "hold_path": {
        "hold_end": "driver.clk_div_counter[19]",
        "hp-start": "driver.clk_div_counter[19]",
        "hold_depth": 1,
        "min_path_type": "reg2reg",
    },
    "place": {
        "gp_congestion": 0.911,
        "dp_hpwl_microns": 15600,
        "port_buffers": 28,
        "pre_cts_ws_ps": 1420,
        "place_area_sq_um": 8450,
    },
    "run_status": {
        "outcome": "complete, no violations",
    },
}
-- final cells by class --
type,instances,area [sq um],area share [%]
clock buffer,4,78.8,0.924
timing repair buffer,35,333,3.90
sequential,34,691,8.10
inverter,84,315,3.70
multi-input combinational,956,6840,80.2
tap,216,270,3.17
-- state kept, by name (all words and copies together) (netlist names) --
name and count:
driver.ANODES 4, driver.clk_div_counter 20, driver.CATHODES 7, driver.s_clk_500 1, driver.r_disp_digit 2
-- worst max-delay path, delay by kind of cell, from the launching register on --
family                    cells  cell delay [ps]
xor gates and xnor gates      1              120
and+or+nand+nor               6             1470
buffers and inverters         1              220
DFF                           1              400
-- worst max path at each step --
stage	start	to	slack, ps	cells after the start
5_1_grt	driver.clk_div_counter[2]	driver.s_clk_500	1120	8
6_report	driver.clk_div_counter[8]	driver.s_clk_500	1410	8
4_1_cts	driver.clk_div_counter[2]	driver.s_clk_500	1370	8
-- kinds of logic (layout without fill, tap and decap cells) --
group                      Yosys count  after routing  synth area share [%]
AOI/OAI and AO/OA                  387            387                  37.4
xor gates and xnor gates            39             39                  4.89
adders and majority gates           65             65                  10.0
buffers and inverters              139            123                  7.23
DFF                                 34             34                  8.51
muxes                               41             41                  5.33
other                                1              1                0.0462
and+or+nand+nor                    423            423                  26.6
-- routing by layer --
metal	track usage, %	up-vias	share of wire, %
li1	-	4305	-
met4	1.92	0	0.57
met5	0	-	0
met3	1.26	14	4.1
met2	38.6	194	44
met1	38.9	3766	52
-- metrics by stage --
stage                     utilization (%)  cells
after floorplan                         -   1129
after global placement               53.2   1325
after detailed placement             53.2   1325
after CTS                            53.7   1329
after global routing                 53.7   1329
final                                53.7   1329
-- cell usage in the layout, fill, tap and decap left out, types with 13 or more instances in the layout --
cell               n
a221oi_1          13
nor4_1            13
mux2i_1           29
nand3_1           50
a211oi_1          14
xnor2_1           24
or3_1             13
dfxtp_1           33
o211ai_1          29
nand4_1           13
clkdlybuf4s50_1   28
a21o_1            15
ha_1              64
a21oi_1           59
inv_1             79
o21ai_0           49
nor3_1            41
a31oi_1           24
and3_1            19
nand2_1           87
nor2_1           103
