**/design/flow/design.v**
```verilog
`timescale 1ns / 1ps
module OTTER_register_file(
    input [4:0] addr1, addr2, waddr,
    input [31:0] wd,
    input en,
    input clk,
    output [31:0] rs1, rs2
    );
    logic [31:0] registers [0:31];
    initial
    begin
        integer i;
        for(i = 0; i < 32; i++)
        begin
            registers[i] = 32'h0;
        end
    end
    always_ff @ (posedge clk)
    begin
        if (en == 1 && waddr != 0)
        begin
            registers[waddr] <= wd;
        end
    end
    assign rs1 = (addr1 != 0) ? registers[addr1] : 32'b0;
    assign rs2 = (addr2 != 0) ? registers[addr2] : 32'b0;
endmodule
```
**/design/flow/run.sh**
```bash
#!/bin/bash
# OpenROAD 26Q1-2900-gdf79404cd8, Yosys 0.63+post, stock flow scripts
make -C /OpenROAD-flow-scripts/flow DESIGN_CONFIG=/design/flow/config.mk WORK_HOME=/design/flow/orfs finish
```
**/design/flow/config.mk**
```make
export PLATFORM = sky130hd
export DESIGN_NAME = OTTER_register_file
export DESIGN_NICKNAME = OTTER_register_file
export VERILOG_FILES = /design/flow/design.v
export SDC_FILE = /design/flow/constraint.sdc
export NUM_CORES = 4
export LEC_CHECK = 1
export CORE_UTILIZATION = 30
```
**/design/flow/constraint.sdc**
```tcl
current_design OTTER_register_file

set clk_period 7.5
set clk_io_pct 0.2

create_clock -name clk0 -period $clk_period [get_ports {clk}]

set non_clock_inputs [all_inputs -no_clocks]
set_input_delay [expr $clk_period * $clk_io_pct] -clock clk0 $non_clock_inputs
set_output_delay [expr $clk_period * $clk_io_pct] -clock clk0 [all_outputs]
```
==> summary.txt <==
Item: results of the latest flow run.

- The number of buffer cells added on primary ports is 112.
- The number of setup buffers added after CTS is 0.
- In this run, distinct cell masters in the synthesized netlist total 39.
- The die is 402 um tall.
- Among all flip-flop cells after synthesis, the most frequent one is sky130_fd_sc_hd__edfxtp_1.
- The remaining design rule violation count is 0.
- According to the dpl log, the detail-placed design has an HPWL of between 80000 and 90000 um.
- The power per cell area is between 200 and 250 mW/mm2.
- The total clock buffers created by CTS is approximately 99.
- The upper clock frequency limit is ~0.16 GHz.
- The maximum buffer depth of the clock tree is 3.
- The core area is roughly 0.16 mm2.
- In this run, the number of DRC markers left after iteration 0 of detailed routing was between 1500 and 2000.
- The wire length of the first global-routing pass is approximately 220000 um.
- The number of warnings the tools reported is 26.
- After synthesis, the share of flip-flops with an asynchronous set or reset is 0.
- For this run, the slowest stage of the critical path takes roughly 0.6 ns.
- The share of the core area taken by cells at floorplan is 0.302.
- The power report puts the leakage power at between 15 and 20 nW.
- Per the run report, area growth between synthesis and finish was 15.8%.
- The number of buffers and inverters on the critical path is 3.
- Of the post-synthesis cell area, the dominant cell type holds 0.642.
- The critical path's slowest stage uses the library cell sky130_fd_sc_hd__a311oi_1.
- Summed over all instances, the cell type with the most area after synthesis is sky130_fd_sc_hd__edfxtp_1.
- The final core area utilization is 0.350.
- The count of clock tree sinks is between 1000 and 1500.
- The number of warnings issued by yosys is 1.
- The detailed-router iteration count before antenna repair is 7.
- Entering global routing, the biggest net connects around 82 pins.
- The combined flip-flop and latch cell area is a little over 0.03 mm2.
- The registers reported with the highest flop counts are registers: 1024 flops.
- According to the I/O placement log, the pin count is ~110.
- Post-route period utilization is reported as 0.838.
- In the synthesized netlist, the cells that appear most often are sky130_fd_sc_hd__edfxtp_1, sky130_fd_sc_hd__mux2i_1, sky130_fd_sc_hd__mux4_2.
- The nature of the critical path endpoint is an output pin.
- Walking the worst path, the cells encountered are buf_2, or2_2, or4_4, buf_4, o21ai_0, a311oi_1, clkdlybuf4s50_1.
- The largest vdd supply drop is 0.169 mV.
- Checking max transition, the worst relative margin is 0.338.
- Setup repair after global routing left no endpoint under its margin.
- The overall fraction of global-route tracks in use is 0.203.
- The slew at the pin with the worst max-slew slack is between 0.9 and 1 ns.
- The routed via count is 27600.
- The final count of hold timing violations is 0.
- The clock tree from TritonCTS is built.
- The synthesized netlist handed to floorplanning was reported with a cell count of around 2600.
- The run finished with clean final reports.
- The count of nets left with antenna violations once routing finished came out at 0.
- The number of antenna violations at the first check in global routing was 5.
- The wire length recorded after detailed routing is between 150000 and 200000 um.
- The OpenROAD report gives the critical path a data arrival time of approximately 4.8 ns.
- The type of the tightest min-delay check is input port to register.
- After synthesis, the cell types taking the most area are sky130_fd_sc_hd__edfxtp_1, sky130_fd_sc_hd__mux4_2, sky130_fd_sc_hd__mux2i_1, sky130_fd_sc_hd__mux4_1, sky130_fd_sc_hd__mux2_2.
- The cell total in the yosys stat output is 2564.
- The shortest clock period the worst path allows after layout is between 6 and 7 ns.
- The final instance area is between 0.05 and 0.06 mm2.
- Counting pins that exceed their max-slew limit in the final report gives 0.
- The average cell area after synthesis is ~19 um2.
- The start-to-end type of the worst setup path is input port to output pin.
- The average detailed-routed wire length per instance is 31.4 um.
- The register with the most flip-flops in the layout has a little over 1000 of them.
- The register containing the most flip-flops in the final layout is registers.
- The hold buffer count at cts is 0.
- In the CTS report, the clock slew at the register clock pins of the worst setup and hold paths is listed as 0.07 ns.
- The total cell area at the placement stage is 0.0520 mm2.
- The cell area that synthesis handed to floorplanning was roughly 0.048 mm2.
- The worst setup path is launched from an input port.
- The number of global-route vias before repair is 30500.
- The number of violations of the max-capacitance limit is 0.
- For this run the top cell type by instance count after synthesis was sky130_fd_sc_hd__edfxtp_1.
- The kind of cell with the highest combined delay along the critical path is buffers and inverters.
- The Yosys chip area is 0.0479 mm2.
- The cell chosen for the clock root is sky130_fd_sc_hd__clkbuf_16.
- The die is 402 um wide.
- The footprint of the multi-input gates is 0.0164 mm2.
- The count of library flops with an enable pin is between 1000 and 1500.
- The final layout reports a setup TNS of 0 ns.
- Of all nets on the critical path, the largest fanout is 21.
- The setup violation total in the final timing report is 0.
- The total die size is about 0.16 mm2.
- The critical path required time is 6.00 ns.
- The number of fill cells in the layout is 14400.
- The routability congestion estimate is 0.895.
- The number of placement rows is 146.
- The share of synthesized area occupied by flip-flops and latches is 0.642.
- The report lists the number of cells resized after CTS as 0.
- The fraction of layout instances using a drive strength above 1 is 0.267.
- The global route stage reports its total congestion overflow as 0.
- The vias per cell is about 5.7.
- Yosys reported a register bit count of between 1000 and 1500.
- The maximum level of the CTS H-tree is 3.
[path summary, 6_finish.rpt]
check / depth (start not counted) / end / from / slack, ns
worst max-delay path: 7 / rs1[9] / addr1[4] / 1.22
worst min-delay path: 2 / registers[20][14]$_DFFE_PP_ / wd[14] / 1.60
[layout make-up]
| class | instances | share of cell area |
|---|---|---|
| inverters | 2 | 0.000181 |
| clock inverters | 67 | 0.0153 |
| multi-input cells | 1354 | 0.296 |
| clock buffers | 117 | 0.0463 |
| repair buffers | 251 | 0.0412 |
| diodes | 1 | 0.0000451 |
| well taps | 2072 | 0.0468 |
| flip-flops and latches | 1024 | 0.555 |
[power by group]
part           internal [W]  total (W)  switching, W
combinational      0.000496    0.00117      0.000673
clock               0.00307    0.00530       0.00222
sequential          0.00638    0.00641     0.0000339
[per-layer routing]
metal / GRT usage / share of wire
met1: 0.212 / 0.31
met2: 0.306 / 0.47
met3: 0.167 / 0.18
met4: 0.0555 / 0.034
met5: 0.0250 / 0.0032
[per-stage QoR]
step	std cells	hold WS, ns	power [W]	setup WS, ns
after floorplan	2595	1.60	0.00717	3.09
after global placement	4703	2.33	0.00771	1.23
after detailed placement	4703	2.33	0.00771	1.24
after CTS	4887	1.56	0.0130	1.24
after global routing	4888	1.60	0.0132	1.12
final	4888	1.60	0.0129	1.22
[logic make-up after synthesis]
| kind of cell | after synthesis | synth area share |
|---|---|---|
| AND-OR/OR-AND | 374 | 0.0615 |
| buffers and inverters | 217 | 0.0244 |
| flip-flops | 1024 | 0.642 |
| multiplexers | 736 | 0.250 |
| other | 1 | 0.0000783 |
| AND/OR/NAND/NOR | 212 | 0.0218 |
[cell usage in the layout (no fill, tap or decap), drive strengths merged, types with 64 or more instances in the layout]
cell	Yosys	layout
buf	115	149
a211oi	64	64
mux2i	320	320
nand2	85	85
clkbuf	100	117
o221ai	64	64
clkdlybuf4s50	0	102
edfxtp	1024	1024
mux2	64	64
a22oi	64	64
mux4	352	352
Power figures rest on the tool's default switching activity, not on a simulated workload.
